==> design/flow/design.v <==
module synCounter(input clk, R, input [3:0] maxCount, output logic [3:0] count, output logic Z);
	always @ (posedge clk)
		begin
			if (R) begin
				count <= 3'b0;
				Z <= 1'b0; 
			end
			else if (count < maxCount) begin
				count <= count + 3'd1;
				Z <= 1'b0;
			end
			else begin
				count <= 3'b0;
				Z <= 1'b1;
			end
		end
endmodule
module synCounter_tb();
	reg clk, R;
	reg [3:0] maxCount;
	logic [3:0] count;
	logic Z;
	synCounter counter(clk, R, maxCount, count, Z);
	initial begin
		$monitor("R=%b clk=%b count=%b Z=%b", R, clk, count, Z);
		maxCount = 1'd6;
		count = 1'b0;
		Z = 1'b0; 
		R = 1'b1;
		clk = 1'b0; #10; clk = 1'b1; #10;
		R = 1'b0;
		clk = 1'b0; #10; clk = 1'b1; #10;  
		clk = 1'b0; #10; clk = 1'b1; #10;  
		clk = 1'b0; #10; clk = 1'b1; #10;  
		clk = 1'b0; #10; clk = 1'b1; #10;  
		clk = 1'b0; #10; clk = 1'b1; #10;  
		clk = 1'b0; #10; clk = 1'b1; #10;  
		clk = 1'b0; #10; clk = 1'b1; #10;  
		clk = 1'b0; #10; clk = 1'b1; #10;  
		clk = 1'b0; #10; clk = 1'b1; #10;  
		clk = 1'b0; #10; clk = 1'b1; #10;  
		clk = 1'b0; #10; clk = 1'b1; #10;  
		clk = 1'b0; #10; clk = 1'b1; #10;  
		clk = 1'b0; #10; clk = 1'b1; #10;  
		clk = 1'b0; #10; clk = 1'b1; #10;  
	end
endmodule 
==> design/flow/run.sh <==
#!/bin/bash
# OpenROAD 26Q1-2900-gdf79404cd8, Yosys 0.63+post, stock flow scripts
make -C /OpenROAD-flow-scripts/flow DESIGN_CONFIG=/design/flow/config.mk WORK_HOME=/design/flow/orfs finish
==> design/flow/config.mk <==
export PLATFORM = sky130hd
export DESIGN_NAME = synCounter
export DESIGN_NICKNAME = synCounter
export VERILOG_FILES = /design/flow/design.v
export SDC_FILE = /design/flow/constraint.sdc
export NUM_CORES = 4
export LEC_CHECK = 1
export CORE_AREA = 10 10 70 70
export DIE_AREA = 0 0 80 80
==> design/flow/constraint.sdc <==
current_design synCounter

set clk_period 1.8
set clk_io_pct 0.2

create_clock -name clk0 -period $clk_period [get_ports {clk}]

set non_clock_inputs [all_inputs -no_clocks]
set_input_delay [expr $clk_period * $clk_io_pct] -clock clk0 $non_clock_inputs
set_output_delay [expr $clk_period * $clk_io_pct] -clock clk0 [all_outputs]
==> results.yml <==
# implementation run metrics
synthesis:
  ys.flops: 5
  syn_inst: 24
  yosys-stat-area_um2: 254
  synth_seq_share_pct: 39.4
  yosysUniqueCellTypes: 12
  avgSynthCellArea_um2: 10.6
  ys_cells: 24
  syn_area_um2: 254
  yosys_warnings: 2
detailed_routing:
  first_iter_violations: 4
  wire_per_inst_um: 7.63
  wl_met2_um: 122
  met3_length_um: 183
  met1_length_um: 336
  drc: 0
  routed_wl_um: 641
  highest-signal-layer: "met3"
  antenna-diode-count: 0
  final_antenna_net_count: 0
  num_vias: 207
  first_pass_iters: 2
  vias_per_cell: 2.46
run:
  drv_cap: 0
  warnings: 25
sta:
  post-route-period-util_pct: 87.0
  rsz0062_at_grt: "false"
  fin_crit_ns: 1.57
  finalHoldViolations: 0
  max_freq_mhz: 638
  fin_tns_setup_ns: 0
  worst_slew_pin_slew_ns: 0.250
  maxSlewHeadroom_pct: 83.3
  setup_viol: 0
  slew_viol_final: 0
  finClkSkew_ns: 0.00549
  holdWs_ns: 0.561
  postLayoutSetupSlackWorst_ns: 0.234
floorplan:
  core_area_um2: 3420
  num_rows: 21
  die_w_um: 80
  fp_util_pct: 7.44
  fp.dieH_um: 80
  top_level_ports: 11
  die_area_um2: 6400
layout:
  drive_above_1_share_pct: 18.4
  ff_latch_area_um2: 100
  finalNonFillerCells: 84
  mi_logic_area_um2: 143
  synthToLayoutAreaGrowth_pct: 72.4
  fin_area_um2: 438
  n_fill_cell: 398
  utilization_pct: 12.8
critical_path:
  cp-start-kind: "register"
  crit_buf_inv: 1
  crit_type: "register to output pin"
  crit_chain: "clkdlybuf4s50_1"
  critPathRequiredTime_ns: 1.44
  arrival_ns: 1.21
  critPathMaxFanout: 5
  crit_path_end_kind: "output pin"
  slowest_delay_ns: 0.53
  slowest_stage: "clkdlybuf4s50_1"
  cp_top_family: "buffers and inverters"
global_route:
  antenna_found_initial: 0
  grt_max_degree: 6
  grt_pass1_vias: 203
  grt_pass1_wl_mm: 1.13
  grtUsageTotal_pct: 2.34
  grt_overflow: 0
power:
  power_uw: 332
  p_per_area_nw_per_um2: 758
  ir_drop_v: 0.000285
  leakage_nw: 0.173
cts:
  path_clk_slew_ns: 0.05
  ctsHoldBuffers: 0
  cts_tree: "yes"
  cts_buffers: 3
  cts_setup_buffers: 0
  cts_max_level: 1
  insertion_delay_ns: 0.24
  cts-root-buf: "clkbuf_4"
  post_cts_resized: 0
  clock-sinks: 5
  clockBufferDepth: 2
min_path:
  hold_class: "register to register"
placed_design:
  place_area_um2: 412
  pre_cts_slack_ns: -0.0239
  post-dp-hpwl_um: 542
  gp_congestion: 0.792
  dp_cells: 80
  port-buffer-count: 10
outcome:
  status: "complete, no violations"
cell usage in the layout (no fill, tap or decap):
| cell type | instances |
|---|---|
| a21oi_1 | 1 |
| and2b_2 | 1 |
| clkbuf_1 | 1 |
| clkbuf_4 | 3 |
| clkdlybuf4s50_1 | 10 |
| dfxtp_1 | 5 |
| ha_1 | 4 |
| inv_1 | 3 |
| nand3_1 | 1 |
| nor3_1 | 3 |
| nor3b_2 | 2 |
| o211ai_1 | 1 |
| o21ai_2 | 1 |
| xnor2_1 | 1 |
| xor2_1 | 1 |
flip-flops by register name, indices dropped and copies added, names as in the netlist:
name and cells:
Z 1, count 4
cells in the mapped netlist:
master	instances	share of area, %
dfxtp_1	5	39
a21oi_1	1	2.0
o21ai_2	1	3.4
and2b_2	1	3.4
xor2_1	1	3.4
inv_1	3	4.4
nand3_1	1	2.0
xnor2_1	1	3.4
ha_1	4	20
nor3_1	3	5.9
nor3b_2	2	9.9
o211ai_1	1	3.0
worst paths after layout:
path | from | end | slack, ns | cells after the start
worst max-delay path | count[0]$_SDFF_PP0_ | count[0] | 0.23 | 1
worst min-delay path | count[0]$_SDFF_PP0_ | count[0]$_SDFF_PP0_ | 0.56 | 1
worst max register to register | count[1]$_SDFF_PP0_ | Z$_SDFF_PP0_ | 0.54 | 4
worst min register to register | count[0]$_SDFF_PP0_ | count[0]$_SDFF_PP0_ | 0.56 | 1
area by class of cell:
type | count | share of cell area [%]
Sequential cell | 5 | 22.9
Timing Repair Buffer | 10 | 22.9
Multi-Input combinational cell | 16 | 32.6
Clock buffer | 4 | 6.00
Inverter | 3 | 2.57
Tap cell | 46 | 13.1
routing by layer:
metal | GRT usage (%) | up-vias
li1 | - | 113
met1 | 3.21 | 79
met2 | 1.93 | 15
met3 | 3.18 | 0
met4 | 0.176 | 0
met5 | 0 | -
logic make-up (layout without fill, tap and decap cells):
group	count (synthesis)	in the layout	synth area share, %
simple gates	7	7	21.2
flops	5	5	39.4
compound gates	3	3	8.37
xor+xnor	2	2	6.90
fa+ha+maj	4	4	19.7
buf+inv	3	17	4.43
power by group:
part	leakage, nW	switching (mW)	total, mW	internal [mW]
clock	0.0150	0.0485	0.132	0.0840
sequential	0.0409	0.0113	0.133	0.122
combinational	0.117	0.0218	0.0667	0.0449
total	0.173	0.0816	0.332	0.250
No activity file was given, so power comes from the tool's default toggle rates.
